==> flow/design.v <==
module receive (
    input wire i_clk,
    input wire uart_rx,
    output reg LED1,
    output reg LED2,
    output reg LED3,
    output reg LED4,
    output reg LED5
);
    wire valid;
    wire [7:0] received_byte;
    reg [7:0] buffer [0:9];  
    reg [3:0] buf_index = 0;  
    uart_rx my_uart (
        .clk(i_clk),
        .uart_rx(uart_rx),
        .valid(valid),
        .data(received_byte)
    );
    always @(posedge i_clk) begin
        if (valid) begin
            if (received_byte == 8'h0A) begin   
                if (buffer[0] == "L" && buffer[1] == "E" && buffer[2] == "D") begin
                    case (buffer[3])   
                        "1": begin
                            if (buffer[5] == "O" && buffer[6] == "N")  LED1 <= 1;
                            if (buffer[5] == "O" && buffer[6] == "F")  LED1 <= 0;
                        end
                        "2": begin
                            if (buffer[5] == "O" && buffer[6] == "N")  LED2 <= 1;
                            if (buffer[5] == "O" && buffer[6] == "F")  LED2 <= 0;
                        end
                        "3": begin
                            if (buffer[5] == "O" && buffer[6] == "N")  LED3 <= 1;
                            if (buffer[5] == "O" && buffer[6] == "F")  LED3 <= 0;
                        end
                        "4": begin
                            if (buffer[5] == "O" && buffer[6] == "N")  LED4 <= 1;
                            if (buffer[5] == "O" && buffer[6] == "F")  LED4 <= 0;
                        end
                        "5": begin
                            if (buffer[5] == "O" && buffer[6] == "N")  LED5 <= 1;
                            if (buffer[5] == "O" && buffer[6] == "F")  LED5 <= 0;
                        end
                    endcase
                end
                buf_index <= 0;   
            end else begin
                buffer[buf_index] <= received_byte;   
                if (buf_index < 9) begin
                    buf_index <= buf_index + 1;
                end
            end
        end
    end
endmodule
module uart_rx (
    input wire clk,           
    input wire uart_rx,       
    output reg [7:0] data,    
    output reg valid          
);
    parameter CLK_FREQ = 12000000;   
    parameter BAUD_RATE = 9600;      
    parameter CLKS_PER_BIT = CLK_FREQ / BAUD_RATE;  
    parameter IDLE        = 2'b00;
    parameter START_BIT   = 2'b01;
    parameter DATA_BITS   = 2'b10;
    parameter STOP_BIT    = 2'b11;
    reg [1:0] state = IDLE;
    reg [15:0] baud_counter = 0;
    reg [3:0] bit_index = 0;
    reg [7:0] shift_reg = 0;
    always @(posedge clk) begin
        case (state)
            IDLE: begin
                valid <= 0;
                if (uart_rx == 0) begin   
                    state <= START_BIT;
                    baud_counter <= 0;
                end
            end
            START_BIT: begin
                if (baud_counter < CLKS_PER_BIT / 2) begin
                    baud_counter <= baud_counter + 1;
                end else begin
                    baud_counter <= 0;
                    state <= DATA_BITS;
                    bit_index <= 0;
                end
            end
            DATA_BITS: begin
                if (baud_counter < CLKS_PER_BIT) begin
                    baud_counter <= baud_counter + 1;
                end else begin
                    baud_counter <= 0;
                    shift_reg <= {uart_rx, shift_reg[7:1]};  
                    bit_index <= bit_index + 1;
                    if (bit_index == 7) begin   
                        state <= STOP_BIT;
                    end
                end
            end
            STOP_BIT: begin
                if (baud_counter < CLKS_PER_BIT) begin
                    baud_counter <= baud_counter + 1;
                end else begin
                    baud_counter <= 0;
                    data <= shift_reg;   
                    valid <= 1;          
                    state <= IDLE;       
                end
            end
            default: state <= IDLE;
        endcase
    end
endmodule
==> flow/run.sh <==
#!/bin/bash
# OpenROAD 26Q1-2900-gdf79404cd8, Yosys 0.63+post, stock flow scripts
make -C /OpenROAD-flow-scripts/flow DESIGN_CONFIG=/design/flow/config.mk WORK_HOME=/design/flow/orfs finish
==> flow/config.mk <==
export PLATFORM = sky130hd
export DESIGN_NAME = receive
export DESIGN_NICKNAME = receive
export VERILOG_FILES = /design/flow/design.v
export SDC_FILE = /design/flow/constraint.sdc
export NUM_CORES = 4
export LEC_CHECK = 1
export CORE_UTILIZATION = 40
==> flow/constraint.sdc <==
current_design receive

set clk_period 4.4
set clk_io_pct 0.2

create_clock -name clk0 -period $clk_period [get_ports {i_clk}]

set non_clock_inputs [all_inputs -no_clocks]
set_input_delay [expr $clk_period * $clk_io_pct] -clock clk0 $non_clock_inputs
set_output_delay [expr $clk_period * $clk_io_pct] -clock clk0 [all_outputs]
==> out/qor.log <==
INFO  drt            finalWirelength=5700um
INFO  worst_hold_path min_delay_worst_endpoint=my_uart.data[0]$_DFFE_PP_
INFO  worst_setup_path timing.critical_path.slowest_stage_cell=sky130_fd_sc_hd__or4_4
INFO  cts            cts.sink_count=96
INFO  global_routing initial_antenna_violation_count=0
INFO  flow_run       tool_warnings=34
INFO  global_routing global_route.usage.total=13.1%
INFO  worst_setup_path timing.reg2reg.worst_path_depth=5
INFO  cts            cts_repair_resize_count=0
INFO  final_timing   worst_slack=1.98ns
INFO  drt            number_of_iterations_in_the_first_detailed_routing_pass=4
INFO  floorplan      num_io_pins=7
INFO  global_routing grt.met2_usage=18.0%
INFO  final_timing   slew-limit-headroom=50.8%
INFO  cts            cts_setup_buffers=0
INFO  global_routing global_route.overflow_total=0
INFO  worst_hold_path worst_hold_path.num_cells=0
INFO  power_and_ir_drop power.density_cell_area=573nW/um^2
INFO  worst_setup_path worst_setup_path_start_kind=flip-flop
INFO  layout         final_cell_mix=sky130_fd_sc_hd__edfxtp_1, sky130_fd_sc_hd__ha_1, sky130_fd_sc_hd__and2_1
INFO  drt            drc=0
INFO  synth          ys_seq_elements=96
INFO  layout         ff_latch_area=2880um^2
INFO  global_routing grt_most_used_layer=met1
INFO  cts            ctsHoldBuffers=0
INFO  synth          seq_area_frac_synth=72.7%
INFO  drt            first_iter_violations=61
INFO  final_timing   worst_tran_pin_value=0.738ns
INFO  synth          synthesis.area_per_instance=16.4um^2
INFO  final_timing   skew=0.0147ns
INFO  worst_setup_path worst_path_largest_cell_delay=0.54ns
INFO  global_routing use_met3=4.69%
INFO  worst_setup_path worst-setup-path-type=reg2reg
INFO  cts            htree_levels=3
INFO  layout         flip_flop_count_of_the_largest_register_all_copies_and_words_added=48
INFO  power_and_ir_drop p_leak=0.00143uW
INFO  final_timing   final-hold-violation-count=0
INFO  drt            wire_length_per_cell_after_detailed_routing=14.3um
INFO  synth          synth_cell_types=38
INFO  drt            route.antenna.diode_count=0
INFO  power_and_ir_drop max-vdd-ir-drop=267uV
INFO  floorplan      floorplan.initialDensity=42.1%
INFO  worst_hold_path holdCritStartpoint=my_uart.shift_reg[0]$_DFFE_PP_
INFO  synth          mappedNetlistArea=3960um^2
INFO  final_timing   fin_tns_setup=0ns
INFO  drt            avgViaCountPerCell=4.83
INFO  layout         fillCellCount=785
INFO  floorplan      row_count=35
INFO  layout         mi_logic_area=1040um^2
INFO  synth          ys_chip_area=3960um^2
INFO  synth          synthTopCellsByArea=sky130_fd_sc_hd__edfxtp_1, sky130_fd_sc_hd__ha_1, sky130_fd_sc_hd__nor3_2
INFO  flow_run       max_cap_viol_count=0
INFO  cts            cts_root_buffer=sky130_fd_sc_hd__clkbuf_8
INFO  layout         finalNonFillerCells=397
INFO  layout         largest-register=buffer
INFO  global_routing number_of_global_route_vias_before_repair=1947
INFO  layout         area_growth=11.3%
INFO  final_timing   total_of_endpoints_with_negative_setup_slack_in_the_final_report=0
INFO  cts            numCtsBuffers=9
INFO  floorplan      placeableCoreArea=9420um^2
INFO  worst_setup_path worst-r2r-setup-slack=1.98ns
INFO  place          dpl_cell_area=4220um^2
INFO  synth          ys_warn_count=2
INFO  worst_setup_path timing.critical_path.from=my_uart.baud_counter[8]$_DFFE_PP_
INFO  global_routing largest_net_degree_at_the_start_of_global_routing=19
INFO  worst_setup_path worstReg2RegEnd=my_uart.baud_counter[10]$_DFFE_PP_
INFO  place          buffer_ports.inserted=6
INFO  synth          synth.top_cell.area_share=72.7%
INFO  global_routing grt.met1_usage=22.7%
INFO  place          dp_hpwl=3860um
INFO  place          dp_worst_setup_slack=1.98ns
INFO  final_timing   period_needed=2.42ns
INFO  layout         reg.largest.list=buffer x48, my_uart.baud_counter x16
INFO  cts            cts_max_path_bufs=2
INFO  cts            worstSkewPairLatency=0.36ns
INFO  final_timing   period_used_share=55.1%
INFO  floorplan      chipArea=10300um^2
INFO  worst_setup_path cp-end-kind=flip-flop
INFO  worst_setup_path critical_path_arrival=2.50ns
INFO  drt            route.vias.total=1918
INFO  worst_setup_path crit_fanout=7
INFO  synth          synth-cells-yosys=241
INFO  worst_setup_path worstPathCellList=or2_1 > or4_4 > a32oi_2 > buf_4 > nor3_2
INFO  layout         drive_above_1_share=15.7%
INFO  cts            cts_tree=built
INFO  worst_setup_path timing.critical_path.required=4.48ns
INFO  place          placed_insts=381
INFO  global_routing first_pass_grt_wire_length=9490um
INFO  place          final_weighted_congestion_of_routability_driven_global_placement=0.775
INFO  final_timing   rsz0062_at_grt=no
INFO  final_timing   final_max_slew_viols=0
INFO  floorplan      die_h=102um
INFO  synth          largest_area_cell=sky130_fd_sc_hd__edfxtp_1
INFO  synth          postSynthCellCount=241
INFO  final_timing   clock.fmax=0.412GHz
INFO  layout         design_area=4410um^2
INFO  status         outcome=finished clean
INFO  layout         mostFrequentLayoutCell=sky130_fd_sc_hd__edfxtp_1
INFO  drt            route.antenna.remaining_nets=0
INFO  floorplan      die_x=102um
INFO  worst_hold_path min-delay-path-class=reg2reg
INFO  cts            cts_clk_pin_slew_worst_paths=0.09ns
INFO  worst_setup_path crit-reg2reg-launch=my_uart.baud_counter[8]$_DFFE_PP_
==> kinds of logic (layout without fill, tap and decap cells) <==
family / after synthesis / count (layout) / synth area share [%]
flops: 96 / 96 / 72.7
other cells: 1 / 5 / 0.0946
simple gates: 93 / 93 / 16.0
fa+ha+maj: 13 / 13 / 4.10
compound gates: 11 / 11 / 2.71
xor+xnor: 13 / 13 / 2.87
buf+inv: 14 / 37 / 1.52
==> synth_stat cells <==
cell / count
sky130_fd_sc_hd__a2111oi_4: 1
sky130_fd_sc_hd__a21boi_0: 1
sky130_fd_sc_hd__a21oi_1: 1
sky130_fd_sc_hd__a221oi_2: 1
sky130_fd_sc_hd__a31oi_1: 1
sky130_fd_sc_hd__a32oi_2: 1
sky130_fd_sc_hd__and2_1: 11
sky130_fd_sc_hd__and3_1: 5
sky130_fd_sc_hd__and3b_1: 1
sky130_fd_sc_hd__and4_1: 2
sky130_fd_sc_hd__and4b_1: 2
sky130_fd_sc_hd__buf_6: 1
sky130_fd_sc_hd__clkbuf_1: 3
sky130_fd_sc_hd__conb_1: 1
sky130_fd_sc_hd__edfxtp_1: 96
sky130_fd_sc_hd__ha_1: 13
sky130_fd_sc_hd__inv_1: 10
sky130_fd_sc_hd__nand2_1: 7
sky130_fd_sc_hd__nand2b_1: 3
sky130_fd_sc_hd__nand3_1: 7
sky130_fd_sc_hd__nand4_1: 6
sky130_fd_sc_hd__nor2_1: 9
sky130_fd_sc_hd__nor2b_1: 3
sky130_fd_sc_hd__nor3_1: 3
sky130_fd_sc_hd__nor3_2: 10
sky130_fd_sc_hd__nor3b_1: 1
sky130_fd_sc_hd__nor4_1: 6
sky130_fd_sc_hd__nor4b_1: 4
sky130_fd_sc_hd__nor4bb_1: 5
sky130_fd_sc_hd__o21a_1: 2
sky130_fd_sc_hd__o21ai_0: 3
sky130_fd_sc_hd__or2_1: 1
sky130_fd_sc_hd__or2_2: 2
sky130_fd_sc_hd__or2b_2: 1
sky130_fd_sc_hd__or4_4: 3
sky130_fd_sc_hd__or4b_2: 1
sky130_fd_sc_hd__xnor2_1: 4
sky130_fd_sc_hd__xor2_1: 9
==> routing by layer <==
| metal | share of wire, % | vias up |
|---|---|---|
| met2 | 42 | 37 |
| met4 | 1.3 | 0 |
| met1 | 51 | 910 |
| met3 | 5.7 | 7 |
| met5 | 0 | - |
| li1 | - | 964 |
==> report_power, final <==
group | internal, uW | switching, uW
Combinational | 173 | 280
Clock | 217 | 314
Sequential | 1350 | 199
==> stage by stage <==
step,util [%],hold slack [ns],power (uW)
floorplan,-,0.400,1850
detailed placement,44.8,0.405,2030
global placement,44.8,0.406,2030
finish,46.8,0.421,2530
global route,46.8,0.446,2680
CTS,46.8,0.423,2560
==> critical path, delay by kind of cell, from the launching register on <==
| kind | cells | cell delay [ns] |
|---|---|---|
| flops | 1 | 0.51 |
| buf+inv | 1 | 0.27 |
| simple gates | 3 | 0.86 |
| compound gates | 1 | 0.51 |
==> worst max-delay path by stage <==
stage                                         to
finish        my_uart.baud_counter[10]$_DFFE_PP_
global route  my_uart.baud_counter[10]$_DFFE_PP_
CTS           my_uart.baud_counter[10]$_DFFE_PP_
==> area by class of cell <==
type	instances	area share, %
Sequential cell	96	65.4
Multi-Input combinational cell	135	23.6
Tap cell	129	3.66
Clock buffer	9	2.81
Timing Repair Buffer	11	2.21
Clock inverter	7	1.48
Inverter	10	0.851
Power figures rest on the tool's default switching activity, not on a simulated workload.
