<file path="./constraint.sdc">
current_design spi_input

set clk_period 2.6
set clk_io_pct 0.2

create_clock -name clk0 -period $clk_period [get_ports {ico_clk}]

set non_clock_inputs [all_inputs -no_clocks]
set_input_delay [expr $clk_period * $clk_io_pct] -clock clk0 $non_clock_inputs
set_output_delay [expr $clk_period * $clk_io_pct] -clock clk0 [all_outputs]
</file>
<file path="./design.v">
module spi_input (
	input pi_clk,
	input ico_clk,
	input SEL,
	input MOSI,
	output MISO,
	output reg [63:0] output_pin,
	output wire pmod_sync,
	output wire pmod_sel,
	output wire pmod_MOSI,
	output wire pmod_MISO,
	output wire pmod_piclk,
	output wire rpi_io7,
	output wire rpi_io8,
	output wire rpi_io9,
	output wire rpi_io10
);
	reg [2:0] sync_clk = 3'b000; always @(posedge ico_clk) sync_clk <= {sync_clk[1:0], pi_clk};
	wire sync_clk_rising = (sync_clk[2:1] == 2'b01); wire sync_clk_falling = (sync_clk[2:1] == 2'b10);
	reg [2:0] SELr = 3'b111; always @(posedge ico_clk) SELr <= {SELr[1:0], SEL};
	wire SEL_active = ~SELr[1];
	reg [1:0] MOSIr = 2'b0; always @(posedge ico_clk) MOSIr = {MOSIr[0], MOSI};
	wire MOSI_data = MOSIr[1];
	reg [3:0] bit_count = 4'b0; reg [7:0] byte_data_received = 8'b0;	
	always @(posedge ico_clk) begin
		if (~SEL_active) bit_count <= 4'b0;
		else begin
			if (sync_clk_rising) begin
				bit_count <= bit_count + 1;
				byte_data_received <= {byte_data_received[6:0], MOSI_data};
			end
		end
	end
	reg [7:0] byte_data_send = 8'b0; reg [7:0] message = 8'b0; reg [3:0] mem [0:3];
	wire ready_to_send = (bit_count == 4'b1000);
	always @(posedge ico_clk) begin
		if (~SEL_active) byte_data_send <= 8'b0;
		else begin
			if (ready_to_send) begin
				byte_data_send <= byte_data_received;
				message <= byte_data_received;
				if (byte_data_received[5:4] == 2'b00) mem[byte_data_received[7:6]] <= byte_data_received[3:0];
				if (byte_data_received[5:4] == 2'b01) byte_data_send <= mem[byte_data_received[7:6]];
			end
			if (sync_clk_falling && bit_count >= 4'b1000) byte_data_send <= {byte_data_send[6:0], 1'b0};
		end
	end
	reg sync = 0; reg [1:0] rd_addr = 0;
	always @(posedge ico_clk) begin
		sync <= 0;
		if (rd_addr < 2'b11) rd_addr <= rd_addr + 1'b1;
		else begin
			rd_addr <= 0;
			sync <= 1;
		end
		output_pin[0:15]  <= {16{mem[0][rd_addr]}};
		output_pin[31:16] <= {16{mem[1][rd_addr]}};
		output_pin[47:32] <= {16{mem[2][rd_addr]}};
		output_pin[63:48] <= {16{mem[3][rd_addr]}};
	end
	assign pmod_sync = sync;
	assign MISO = byte_data_send[7];
	assign pmod_sel = SEL;
	assign pmod_MOSI = MOSI;
	assign pmod_MISO = MISO;
	assign pmod_piclk = pi_clk;
	assign rpi_io7 = mem[0][0];
	assign rpi_io8 = mem[0][1];
	assign rpi_io9 = mem[0][2];
	assign rpi_io10 = mem[0][3];
endmodule
</file>
<file path="./run.sh">
#!/bin/bash
# OpenROAD 26Q1-2900-gdf79404cd8, Yosys 0.63+post, stock flow scripts
make -C /OpenROAD-flow-scripts/flow DESIGN_CONFIG=/design/flow/config.mk WORK_HOME=/design/flow/orfs finish
</file>
<file path="./config.mk">
export PLATFORM = sky130hd
export DESIGN_NAME = spi_input
export DESIGN_NICKNAME = spi_input
export VERILOG_FILES = /design/flow/design.v
export SDC_FILE = /design/flow/constraint.sdc
export NUM_CORES = 4
export LEC_CHECK = 1
export CORE_AREA = 10 10 113 113
export DIE_AREA = 0 0 123 123
</file>
==> results.toml <==
# implementation run metrics
[route]
routed_wl_um = 4500
final_antenna_net_count = 0
drt-vias-per-instance = 3.94
antenna_cells = 0
routedWlPerCell_um = 13.1
via_count = 1356
drcViolationCount = 0
drt_iter0_drc = 78
dr.pass1.iters = 4

[setup_path]
crit_buf_inv = 1
cp_cell_sequence = "clkdlybuf4s50_1"
required_ns = 2.08
crit_arrival_ns = 1.49
setup.worst_path.end = "output_pin[16]"
critPathTopFamily = "flip-flops"
r2r_cells = 5
cp_max_fo = 16
r2r_slack_ns = 0.68
startpoint_type = "flop"
end_kind = "primary output"
rr_endpoint = "mem[0][3]"
reg2reg_from = "bit_count[0]"
critPathLaunch = "output_pin[31]"
timing.critical_path.depth = 1
max_stage_delay_ns = 0.62
path_class = "flop to primary output"
cpMaxStageDelayCell = "dfxtp_1"

[synth]
ys_cells = 194
synth_seq_share = 0.519
synth_top_area_share = 0.302
yosys.cell_types.count = 30
synth_chip_area_um2 = 2390
synth_warnings = 1
avgSynthCellArea_um2 = 12.3
synth_cells = 194
synth.cell_area_um2 = 2390
area_leaders = "edfxtp_1 (30%), dfxtp_1 (22%), buf_4 (20%), mux4_2 (7.5%), mux2i_1 (2.1%)"
yosysTopAreaCell = "edfxtp_1"
synth_flop_count = 50

[flow_run]
warnings = 26
cap_violations = 0

[final_timing]
slew_viol_final = 0
fin_crit_ns = 2.01
rsz0062_at_grt = "false"
final_hold_viol_count = 0
fmax_mhz = 497
skew_ns = 0.0104
setup_viol = 0
fin_tns_setup_ns = 0
post-route-period-util = 0.775
slew_headroom = 0.606
worst_pin_slew_ns = 0.589
setup_ws_ns = 0.586

[clock_network]
clkLatencyLatePin_ns = 0.30
post-cts-setup-buffers = 0
htreeDepth = 2
cts_resized = 0
numCtsBuffers = 5
cts_hold_buf = 0
tritoncts = "built"
clkSinkCount = 50
clockBufferDepth = 2
cts-root-buf = "clkbuf_8"
clk_pin_slew_ns = 0.09

[placed_design]
dp_slack_ns = 0.619
routabilityCongestion = 0.813
numPortBuffers = 77
post-dp-hpwl_um = 3450

[floorplanning]
die_y_um = 123
pin_count = 78
fp-row-count = 37
core_um2 = 10300
initCoreUtil = 0.231
die_area_um2 = 15100
die_x_um = 123

[layout]
layout-drive-gt1-share = 0.115
area_growth_pct = 21.7

[grt]
grt_pass1_wl_um = 6770
gr-usage-all-layers = 0.0549
antenna_found_initial = 0
grt_pass1_vias = 1300
grt_max_degree = 17
globalRouteOverflowTotal = 0

[worst_hold_path]
min_path_type = "flop to flop"
hold_path_depth = 0

[power_and_ir_drop]
power_density_nw_per_um2 = 453
ir_drop_uv = 246
p_leak_nw = 1.01

[status]
status = "completed"
==> state kept, by name, indices dropped and copies added, names as in the netlist <==
signal	cells
output_pin	4
mem	16
byte_data_received	8
sync	1
rd_addr	2
MOSIr	2
byte_data_send	8
bit_count	4
SELr	2
sync_clk	3
==> Yosys cell counts <==
library cell and n:
a21oi_1 2, a311oi_1 4, a31oi_1 3, and3b_2 1, and4b_1 2, and4b_2 1, buf_2 2, buf_4 65
clkbuf_1 4, dfxtp_1 26, edfxtp_1 24, ha_1 3, inv_1 5, mux2i_1 5, mux4_2 8, nand2_1 5
nand2b_1 3, nand3_1 5, nand3b_1 2, nand3b_4 1, nor2_1 9, nor2b_1 1, nor3_2 4, o211ai_1 1
o21ai_0 1, o22ai_1 3, or3_1 1, or4_4 1, xnor2_1 1, xor2_1 1
==> routing by layer <==
| metal | part of all wire | vias to the layer above | track usage |
|---|---|---|---|
| met2 | 0.42 | 80 | 0.0887 |
| met1 | 0.39 | 631 | 0.0666 |
| met3 | 0.18 | 4 | 0.0282 |
| li1 | - | 641 | - |
| met4 | 0.012 | 0 | 0.00728 |
| met5 | 0 | - | 0 |
==> cells by family (layout without fill, tap and decap cells) <==
kind of cell | Yosys count | after routing | share of synthesized area
AND/OR/NAND/NOR | 36 | 36 | 0.0990
buffers and inverters | 76 | 90 | 0.223
adder cells (fa/ha/maj) | 3 | 3 | 0.0157
flip-flops | 50 | 50 | 0.519
AND-OR/OR-AND | 14 | 14 | 0.0398
XOR/XNOR | 2 | 2 | 0.00733
multiplexers | 13 | 13 | 0.0963
==> layout by cell type, fill, tap and decap left out, drive strengths merged, types with 3 or more instances in the layout <==
cell           instances
clkbuf                 5
mux2i                  5
nand2b                 3
edfxtp                24
clkdlybuf4s50         77
nor2                   9
a311oi                 4
nand3b                 3
mux4                   8
dfxtp                 26
ha                     3
nand3                  5
and4b                  3
nor3                   4
nand2                  5
a31oi                  3
inv                    5
o22ai                  3
==> through the flow <==
step | total power, mW | cells | utilization | instance area [um2] | hold slack [ns]
global placement | 0.894 | 336 | 0.273 | 2820 | 0.310
finish | 1.32 | 344 | 0.282 | 2910 | 0.334
CTS | 1.33 | 344 | 0.282 | 2910 | 0.335
global route | 1.37 | 344 | 0.282 | 2910 | 0.343
floorplan | 0.881 | 194 | - | 2390 | 0.310
detailed placement | 0.894 | 336 | 0.273 | 2820 | 0.312
==> layout make-up <==
cell class | instances | area [um2]
Clock buffer | 5 | 68.8
Timing Repair Buffer | 77 | 771
Fill cell | 1022 | 7420
Clock inverter | 3 | 21.3
Sequential cell | 50 | 1240
Tap cell | 136 | 170
Multi-Input combinational cell | 68 | 617
Inverter | 5 | 18.8
==> worst min-delay path by stage <==
stage / from / to / slack [ns]
after CTS: sync_clk[0] / sync_clk[1] / 0.33
after global routing: sync_clk[0] / sync_clk[1] / 0.34
final: sync_clk[0] / sync_clk[1] / 0.33
==> power breakdown <==
part / internal [mW] / total (mW) / switching, mW
registers: 0.831 / 0.845 / 0.0139
logic: 0.0179 / 0.0300 / 0.0121
clock network: 0.189 / 0.442 / 0.252
total: 1.04 / 1.32 / 0.278
Power and IR drop assume default switching activity.
