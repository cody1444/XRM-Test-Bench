### flow/run.sh
#!/bin/bash
# OpenROAD 26Q1-2900-gdf79404cd8, Yosys 0.63+post, stock flow scripts
make -C /OpenROAD-flow-scripts/flow DESIGN_CONFIG=/design/flow/config.mk WORK_HOME=/design/flow/orfs finish
### flow/config.mk
export PLATFORM = sky130hd
export DESIGN_NAME = matrix
export DESIGN_NICKNAME = matrix
export VERILOG_FILES = /design/flow/design.v
export SDC_FILE = /design/flow/constraint.sdc
export NUM_CORES = 4
export LEC_CHECK = 1
export CORE_UTILIZATION = 30
### flow/constraint.sdc
current_design matrix

set clk_period 4.1
set clk_io_pct 0.2

create_clock -name clk0 -period $clk_period [get_ports {clk_100mhz}]

set non_clock_inputs [all_inputs -no_clocks]
set_input_delay [expr $clk_period * $clk_io_pct] -clock clk0 $non_clock_inputs
set_output_delay [expr $clk_period * $clk_io_pct] -clock clk0 [all_outputs]
### flow/design.v
module matrix #(
	parameter ADDR_DEPTH = 4,
	parameter MAX_ADDR = (2**ADDR_DEPTH) - 1
)(
	input clk_100mhz,
	input [7:0] RPI_IO,
	input write_strobe,
	output pmod1_1,
	output pmod1_7,
	output reg [63:0] output_pin
);
	reg sync = 0;
	reg r_write_strobe = 0;
	reg [7:0] mem [MAX_ADDR:0];
	reg [ADDR_DEPTH-1:0] wr_addr = 0;
	reg [ADDR_DEPTH-1:0] rd_addr = 0;
	always @(posedge clk_100mhz) begin
		sync <= 0;
		r_write_strobe <= write_strobe;
		if (write_strobe == 1'b1 && r_write_strobe == 1'b0) begin
			mem[wr_addr] <= RPI_IO;
			wr_addr <= wr_addr + 1'b1;
		end
		if (rd_addr<MAX_ADDR) begin
			rd_addr <= rd_addr + 1'b1;
		end else begin
			rd_addr <= 0;
			sync <= 1;
		end
		output_pin[7:0] = mem[rd_addr];
		output_pin[15:8] <= mem[rd_addr];
		output_pin[23:16] <= mem[rd_addr];
		output_pin[31:24] <= mem[rd_addr];
		output_pin[39:32] <= mem[rd_addr];
		output_pin[47:40] <= mem[rd_addr];
		output_pin[55:48] <= mem[rd_addr];
		output_pin[63:56] <= mem[rd_addr];
	end
	assign pmod1_1 = sync;
	assign pmod1_7 = mem[rd_addr][0];
endmodule
==> impl_metrics.json <==
{
  "async_flop_share_pct": 0,
  "setup_tns_ns": 0,
  "peakVddDrop_mv": 0.2930,
  "synth_cell_type_count": 30,
  "grt_usage_pct": 12.61,
  "drc_errors": 0,
  "cp-startpoint": "rd_addr[0]",
  "synthToLayoutAreaGrowth_pct": 19.21,
  "grt_pass1_wl_mm": 17.64,
  "comb_area_sq_um": 1286,
  "wl_mm": 11.67,
  "rsz0062_at_grt": "no",
  "io_pins": 76,
  "cts.repair.resized": 0,
  "critPathRequiredTime_ns": 3.28,
  "place.port_buffers": 75,
  "clk_latency_ns": 0.42,
  "n_fill_cell": 1785,
  "overflow": 0,
  "synth.top_cell.area_share_pct": 65.51,
  "wl_per_cell_um": 18.29,
  "arrival_ns": 2.43,
  "dieArea_sq_um": 20740,
  "setup_violations": 0,
  "min_delay_path_depth": 1,
  "synth_seq_share_pct": 70.14,
  "path_cells": "buf_4 > mux4_1 > mux2i_1 > o21ai_1 > clkdlybuf4s50_1",
  "maxCapViolCount": 0,
  "fp.dieW_um": 144.0,
  "min_period_ns": 3.251,
  "rows": 51,
  "cts_made_buffers": 17,
  "via_count": 2906,
  "r2r_slack_ns": 2.03,
  "yosys_area_sq_um": 6051,
  "stdcell_count": 638,
  "ff_latch_area_sq_um": 4245,
  "hp-start": "r_write_strobe",
  "yosys_warnings": 1,
  "rr_worst_depth": 5,
  "grt_pass1_vias": 3058,
  "relSlewSlack_pct": 47.71,
  "hold_path.class": "flop to flop",
  "htree_levels": 4,
  "synth_top_cell_by_area": "edfxtp_1",
  "diodes": 0,
  "finClkSkew_ns": 0.006120,
  "fp_util_pct": 30.89,
  "status": "finished, final reports clean",
  "maxSlewViolCount": 0,
  "vias_per_cell": 4.555,
  "first_pass_iters": 4,
  "ys_ff": 146,
  "warnings": 28,
  "cts_tree": "yes",
  "clkTransAtPathRegs_ns": 0.06,
  "cts_sinks": 146,
  "post-route-period-util_pct": 79.29,
  "synth-edff-count": 132,
  "worst_pin_slew_ns": 0.7819,
  "most_common_cell": "edfxtp_1",
  "syn_area_sq_um": 6051,
  "dpl.hpwl_mm": 7.860,
  "critPathSlowestCell": "mux4_1",
  "postCtsSetupBuffers": 0,
  "cts-root-buf": "clkbuf_16",
  "layout-drive-gt1-share_pct": 12.87,
  "startpoint_type": "flop",
  "drtIter0Drc": 226,
  "yosysCellCount": 329,
  "dp_cells": 606,
  "clk_path_buf_depth": 2,
  "critPathKind": "flop to output port",
  "p_leak_nw": 2.272,
  "common_cells": "132 x edfxtp_1, 58 x buf_4, 22 x mux2i_1",
  "flop_cell": "edfxtp_1",
  "hold_end": "wr_addr[0]",
  "r2r_start": "rd_addr[0]",
  "gp_congestion": 0.8025,
  "ant_nets": 0,
  "setup_ws_ns": 0.8492,
  "avgSynthCellArea_sq_um": 18.39,
  "hold_viol": 0,
  "core-area_sq_um": 19590,
  "dieHeight_um": 144.0,
  "p_per_area_nw_per_um2": 431.2,
  "synthTopCellsByArea": "edfxtp_1 66%, buf_4 7.2%, mux4_1 5.6%, dfxtp_1 4.6%, mux4_2 4.5%",
  "place_ws_ns": 1.091,
  "hold_buffers": 0,
  "rr_endpoint": "output_pin[62]",
  "antenna_found_initial": 0,
  "grt_max_degree": 24,
  "syn_inst": 329,
  "critical_path.max_stage_delay_ns": 0.59,
  "cp-end-kind": "output port",
  "cp_max_fo": 16,
  "max_freq_ghz": 0.3076
}
[placed cells by master, fill, tap and decap left out, types with 2 or more instances in the layout]
cell type	instances
mux4_1	13
clkinvlp_4	2
clkbuf_1	4
mux2i_1	22
a21oi_1	2
clkinv_2	4
a32oi_1	7
and3_1	2
mux4_2	12
clkbuf_16	17
xor2_1	2
clkbuf_8	2
nand3_1	2
o21ai_1	7
clkdlybuf4s50_1	75
buf_4	5
a22oi_1	7
nor2b_1	2
inv_1	3
nor2_1	3
ha_1	5
dfxtp_1	13
edfxtp_1	132
o21ai_0	2
and2_1	17
[critical path, delay by kind of cell (launching register included)]
kind | cells | cell delay (ns)
buffers and inverters | 2 | 0.75
multiplexers | 2 | 0.74
flip-flops | 1 | 0.41
AND-OR/OR-AND | 1 | 0.11
[per-layer routing]
metal  track usage, %  share of wire (%)
met1            14.48                 37
met2            18.94                 45
met3            9.643                 16
met4            2.688                2.4
met5                0                  0
[registers in the layout (all words and copies together), names as in the netlist]
register	flops
mem	128
output_pin	8
r_write_strobe	1
rd_addr	4
sync	1
wr_addr	4
[per-stage QoR]
stage | total power, mW | utilization [%] | hold WS (ns) | instance area, sq um
5_1_grt | 3.213 | 36.82 | 0.6824 | 7213
2_1_floorplan | 1.683 | - | 0.5028 | 6051
4_1_cts | 3.140 | 36.82 | 0.6446 | 7213
6_report | 3.110 | 36.82 | 0.6443 | 7213
3_5_place_dp | 1.725 | 34.01 | 0.6323 | 6663
3_3_place_gp | 1.723 | 34.01 | 0.6139 | 6663
[cell families after synthesis]
group / Yosys count / share of synthesized area, %
muxes: 47 / 13.75
DFF: 146 / 70.14
adders and majority gates: 5 / 1.034
AOI/OAI and AO/OA: 26 / 2.916
xor gates and xnor gates: 3 / 0.4343
and+or+nand+nor: 31 / 3.122
buffers and inverters: 71 / 8.602
[how the worst max path moves through the flow]
stage | to
after CTS | pmod1_7
after global routing | pmod1_7
final | pmod1_7
[final cells by class]
class                   count  area share [%]
flip-flops and latches    146           58.86
multi-input cells         112           17.83
repair buffers             80           10.93
clock buffers              23           6.487
well taps                 265           4.597
clock inverters             9           1.145
inverters                   3          0.1561
[where the power goes]
group	switching [mW]	internal [mW]
logic	0.0345	0.0180
clock network	0.555	0.863
registers	0.00519	1.63
total	0.595	2.52
Power and IR drop assume default switching activity.
